==> flow/design.v <==
module rf(
	Addr1, Addr2, Addr3, WD, RFWr, clk, rst,
	RD1, RD2
);
	input[4:0] Addr1, Addr2, Addr3;
	input[31:0] WD;
	input RFWr, clk, rst;
	output[31:0] RD1, RD2;
	reg[31:0] register[31:0];
	integer i;
	always@(posedge clk)
		if(!rst)
			for(i = 0; i <= 31; i = i + 1)
				register[i] <= 32'h0000_0000;
		else if(RFWr)
			register[Addr3] <= WD;
	assign RD1 = register[Addr1];
	assign RD2 = register[Addr2];
endmodule
==> flow/run.sh <==
#!/bin/bash
# OpenROAD 26Q1-2900-gdf79404cd8, Yosys 0.63+post, stock flow scripts
make -C /OpenROAD-flow-scripts/flow DESIGN_CONFIG=/design/flow/config.mk WORK_HOME=/design/flow/orfs finish
==> flow/config.mk <==
export PLATFORM = sky130hd
export DESIGN_NAME = rf
export DESIGN_NICKNAME = rf
export VERILOG_FILES = /design/flow/design.v
export SDC_FILE = /design/flow/constraint.sdc
export NUM_CORES = 4
export LEC_CHECK = 1
export CORE_UTILIZATION = 50
==> flow/constraint.sdc <==
current_design rf

set clk_period 15.4
set clk_io_pct 0.2

create_clock -name clk0 -period $clk_period [get_ports {clk}]

set non_clock_inputs [all_inputs -no_clocks]
set_input_delay [expr $clk_period * $clk_io_pct] -clock clk0 $non_clock_inputs
set_output_delay [expr $clk_period * $clk_io_pct] -clock clk0 [all_outputs]
==> Slide: Implementation Results <==
Implementation Results

Status
  – Status: complete, no violations

Floorplan
  – Init Core Util: 50.4%
  – Core Area: about 110000 sq um
  – # IOs: ~110
  – Row count: about 120
  – Die area: 113000 sq um
  – Die height: approximately 340 um
  – Die width: around 340 um

Final layout
  – Biggest register: register
  – Fraction of layout instances using a drive strength above 1: 8.38%
  – Top flop regs: register x1024
  – Synth-to-layout area growth: 11.7%
  – Max reg flops: between 1000 and 1500

Timing
  – Pin slew with the least headroom to its limit: 1060 ps
  – Slew Viols, Final: 0
  – RSZ-0062 raised after global routing: false
  – Final setup TNS: 0 ps
  – Hold_ws: 3020 ps
  – Final setup fails: 0
  – Tmin final: just over 10000 ps
  – Relative slew slack: a little under 30%
  – Fin crit share: between 60% and 70%
  – Endpoints failing hold: 0
  – Max Clk Rate: between 90 and 100 MHz

Synthesis
  – Sequential element share of the synthesized area: a little under three fifths
  – Ys cells: around 4600
  – Area leader, netlist: edfxtp_1
  – Ys async rst share: 0%
  – Post-synth top cells: and2_1 (1026), edfxtp_1 (1024), mux2i_1 (1024)
  – YS warnings: 1
  – #FFs+latches synth: just over 1000
  – Post-synth EDFFs: slightly above 1000
  – Area share, top type: 55.2%
  – Syn avg cell area: ~12 sq um
  – Most common cell in the netlist: and2_1
  – Syn Inst Count: approximately 4600
  – Yosys chip area: about 56000 sq um
  – Netlist Area Pre-Place: between 50000 and 60000 sq um
  – Netlist cell types: 27
  – Top FF cell, synth: edfxtp_1
  – Top cells by area: edfxtp_1 (55%), mux2i_1 (18%), and2_1 (12%), a22oi_1 (2.6%), a22o_1 (2.0%)

GRT
  – First-pass GRT wire length: approximately 280000 um
  – Global route overflow: 0
  – Number of global-route vias before repair: 39098
  – GR Util All Layers: 39.3%
  – Largest net degree at the start of global routing: 95
  – Antenna violations before repair: 9

Hold path
  – Min-Delay Path Class: in2reg
  – Hold path cells: 2

Clock network
  – Number of gates resized after CTS: 0
  – CTS tree: done
  – Cts hold-fix bufs: 0
  – CTS Buf Count: 112
  – H-tree levels: 3
  – CTS clock-pin slew for the worst setup and hold paths: approximately 60 ps
  – Root Buffer Master: clkbuf_16
  – Clock sinks: roughly 1000
  – Post-CTS Setup Bufs: 0
  – CTS max path bufs: 3

Power and ir drop
  – Cell area power density: between 100 and 150 nW/um^2
  – Leak Pwr: between 20 and 25 nW
  – VDD IR max: approximately 0.00009 V

Drt
  – DRC viols: 0
  – DR pass1 iterations: 5
  – Via-per-instance ratio: 6.22
  – Via count: roughly 38000
  – Drt wl/cell: roughly 33 um
  – WL final: 203000 um
  – Post-route ant nets: 0
  – 1st-iter DRT viols: around 2500

Place
  – DP HPWL: ~110000 um
  – Placer Congestion: 0.906
  – PortBufs: between 100 and 150

Worst setup path
  – Worst endpoint required time: approximately 12000 ps
  – CP arrival: around 7100 ps
  – Critical path fanouts, max: 34
  – CP Class: in2out
  – Startpoint Class: input port
  – Setup crit end kind: output pin

Flow run
  – Tool warning count: 26
  – Max-Cap Viols: 0
[stage by stage]
step           std cells  setup slack [ps]  util, %  area [sq um]  total power, mW
3_5_place_dp        5956              5430     53.1         58800             4.17
3_3_place_gp        5956              5380     53.1         58800             4.17
4_1_cts             6165              5390     56.2         62200             6.72
2_1_floorplan       4646              8070        -         55800             3.80
6_report            6172              5190     56.3         62300             6.71
5_1_grt             6167              5170     56.2         62200             6.90
[placed cells by master, fill, tap and decap left out, types with 21 or more instances in the layout]
cell type,count
o21ai_4,32
buf_4,156
edfxtp_1,1024
nor3_1,64
nand3_1,193
clkdlybuf4s50_1,110
mux2i_1,1024
a21oi_1,192
and2_1,1024
a22oi_1,192
a22o_1,128
a31oi_1,64
nand2_1,195
clkinv_1,43
clkbuf_1,21
nor2_4,30
clkbuf_16,115
[final cells by class]
type | instances | area [sq um]
clock buffers | 136 | 2960
well taps | 1488 | 1860
repair buffers | 277 | 2480
diodes | 7 | 17.5
multi-input cells | 3167 | 23700
fillers | 8821 | 48400
clock inverters | 73 | 502
flip-flops and latches | 1024 | 30700
[path summary, 6_finish.rpt]
| check | start | endpoint | slack (ps) |
|---|---|---|---|
| worst min-delay path | rst | register[18][4] | 3020 |
| worst max-delay path | Addr1[0] | RD1[10] | 5190 |
[logic make-up after synthesis]
logic type	Yosys count	share of synthesized area, %
muxes	1024	18.4
and+or+nand+nor	1535	15.7
AOI/OAI and AO/OA	608	7.32
DFF	1024	55.2
buffers and inverters	455	3.49
[metal layers]
| layer | track usage, % | wire [um] | up-vias |
|---|---|---|---|
| met1 | 50.6 | 71900 | 18651 |
| met5 | 2.64 | 435 | - |
| met3 | 22.1 | 28300 | 503 |
| met2 | 57.5 | 92600 | 2280 |
| met4 | 15.2 | 9720 | 19 |
| li1 | - | - | 16923 |
[worst max-delay path: stages]
cell and delay (ps):
clkdlybuf4s50_1 620, and2_4 610, buf_4 640, buf_4 580, a22o_1 230, nor3_1 40, a31oi_1 450, nand3_1 290
clkdlybuf4s50_1 490
[where the power goes]
| part | internal [mW] | switching [mW] | leakage (nW) |
|---|---|---|---|
| registers | 3.22 | 0.0719 | 9.74 |
| logic | 0.294 | 0.544 | 12.6 |
| clock network | 1.47 | 1.11 | 1.70 |
| total | 4.98 | 1.73 | 24.0 |
Power figures rest on the tool's default switching activity, not on a simulated workload.
